## flow/constraint.sdc

```tcl
current_design xor_begin_perm

set clk_period 1.0
set clk_io_pct 0.2

create_clock -name clk0 -period $clk_period

set non_clock_inputs [all_inputs -no_clocks]
set_input_delay [expr $clk_period * $clk_io_pct] -clock clk0 $non_clock_inputs
set_output_delay [expr $clk_period * $clk_io_pct] -clock clk0 [all_outputs]
```

## flow/design.v

```verilog
package ascon_pack;
	typedef logic[0:4][63:0] type_state;
	localparam logic [7:0]	 round_constant [0:11] = {8'hF0, 8'hE1, 8'hD2, 8'hC3, 8'hB4, 8'hA5, 8'h96, 8'h87, 8'h78, 8'h69, 8'h5A, 8'h4B};
endpackage : ascon_pack
`timescale 1 ns/ 1 ps
module xor_begin_perm import ascon_pack::*; 
   (
    input logic en_xor_data_i,  
    input logic en_xor_key_i,  
    input logic [127 : 0] key_i,
    input logic [63 : 0] data_i,
    input 	type_state state_i,
    output 	type_state state_o
    );
   logic [127 : 0] key_add_s;
   logic [63 : 0] x1_s;
   logic [63 : 0] x2_s;
   assign state_o[0] = (en_xor_data_i == 1'b1) ? state_i[0]^data_i : state_i[0];
   assign x1_s = state_i[1];
   assign x2_s = state_i[2];
   assign key_add_s = (en_xor_key_i == 1'b1) ? {x1_s, x2_s}^key_i:{x1_s, x2_s};
   assign state_o[1]= key_add_s[127:64];
   assign state_o[2]= key_add_s[63:0];
   assign state_o[3]= state_i[3];
   assign state_o[4]= state_i[4];
endmodule : xor_begin_perm
```

## flow/config.mk

```make
export PLATFORM = sky130hd
export DESIGN_NAME = xor_begin_perm
export DESIGN_NICKNAME = xor_begin_perm
export VERILOG_FILES = /design/flow/design.v
export SDC_FILE = /design/flow/constraint.sdc
export NUM_CORES = 4
export LEC_CHECK = 1
export CORE_AREA = 10 10 323 323
export DIE_AREA = 0 0 333 333
export SYNTH_HDL_FRONTEND = slang
```

## flow/run.sh

```bash
#!/bin/bash
# OpenROAD 26Q1-2900-gdf79404cd8, Yosys 0.63+post, stock flow scripts
make -C /OpenROAD-flow-scripts/flow DESIGN_CONFIG=/design/flow/config.mk WORK_HOME=/design/flow/orfs finish
```

==> flow_metrics.tcl <==
# implementation run metrics
set metrics [dict create \
    finalClockPeriodUsage 1.44 \
    hold_viol 0 \
    post-route-drc-count 0 \
    antenna_found_initial 37 \
    wirelength_mm 75.3 \
    power.leakage_nw 6.84 \
    rows 114 \
    core_area_um2 97000 \
    status "complete, but fails checks" \
    post_drt_wl_per_cell_um 32.0 \
    final_antenna_net_count 0 \
    dieArea_um2 111000 \
    maxSlewViolCount 0 \
    gp_congestion 0.858 \
    ioPinCount 834 \
    crit_arrival_ps 1240 \
    nClkBuffers 0 \
    worstSetupEndpointType "output pin" \
    ys_cells 533 \
    yosysWarnings 0 \
    cpMostUsedCell "buf_16" \
    die_w_um 333 \
    vias 5785 \
    port_buffers 578 \
    drv_cap 0 \
    holdPathStages 0 \
    worst_slack_ps -440 \
    min_to "state_o[102]" \
    post-dp-hpwl_mm 68.0 \
    yosysSeqAreaShare 0 \
    ff_count 0 \
    final_area_um2 14600 \
    final_core_util 0.151 \
    fp_util 0.0368 \
    regArea_um2 0 \
    logic_area_um2 5520 \
    min_from "state_i[102]" \
    vias_per_cell 2.46 \
    grt_pass1_wl_mm 86.8 \
    rsz0062_at_grt "yes" \
    path_class "in -> out" \
    nFillCells 10715 \
    grt_util_all_layers 0.128 \
    syn2layout_area_growth_pct 309 \
    ir_worst_vdd_mv 0.283 \
    syn_area_um2 3570 \
    cellPowerDensity_nw_per_um2 525 \
    critPathLaunchType "input pin" \
    first_pass_iters 4 \
    crit_path_top_delay_cell "buf_16" \
    place_area_um2 10800 \
    drive_gt1_frac 0.597 \
    maxSlewHeadroom 0.814 \
    worst_pin_slew_ps 279 \
    grt_pass1_vias 6135 \
    max_stage_delay_ps 160 \
    synth_cell_type_count 4 \
    setup_viol 192 \
    cp_cell_sequence "buf_16 -> buf_16 -> buf_16 -> buf_12 -> buf_8 -> nand2_4 -> xnor2_2 -> buf_2" \
    crit_path_max_fanout 5 \
    worstPathRequired_ps 800 \
    syn_inst 533 \
    syn_avg_cell_area_um2 6.70 \
    worstHoldPathType "in -> out" \
    gr-total-overflow 0 \
    fin_crit_ps 1440 \
    grt_max_degree 17 \
    warnings 34 \
    ys_area_um2 3570 \
    drt_iter0_drc 158 \
    postCtsHoldBufs 0 \
    fmax_ghz 0.695 \
    die_y_um 333 \
    violations "negative setup slack" \
]
placed cells by master (no fill, tap or decap):
master | netlist | final
buf_8 | 0 | 15
dlygate4sd2_1 | 0 | 113
buf_12 | 0 | 81
nand2_2 | 0 | 21
buf_4 | 136 | 29
xnor2_2 | 0 | 122
xnor2_1 | 192 | 27
bufbuf_16 | 0 | 1
dlymetal6s2s_1 | 0 | 63
clkdlybuf4s50_1 | 0 | 208
xnor2_4 | 0 | 43
clkbuf_2 | 0 | 2
clkbuf_16 | 0 | 4
nand2_8 | 0 | 23
nand2_1 | 192 | 19
buf_16 | 0 | 15
diode_2 | 0 | 8
nand2_4 | 0 | 129
buf_6 | 13 | 38
buf_2 | 0 | 114
timing repair:
| item | CTS | global route |
|---|---|---|
| pin swaps | 149 | 187 |
| cloned | 17 | 4 |
| setup endpoints to repair | 192 | 192 |
| buffers inserted | 43 | 14 |
| resized | 923 | 358 |
synth_stat cells:
cell | count | area (µm²)
buf_4 | 136 | 1020
buf_6 | 13 | 146
nand2_1 | 192 | 721
xnor2_1 | 192 | 1680
critical path: cells and delay by family:
family        cells  cell delay (ps)
simple gates      1               50
buf+inv           6              820
xor+xnor          1              120
worst max path at each step:
stage                start      endpoint  slack (ps)  cells after the start
CTS           en_xor_key_i  state_o[171]        -510                      6
global route  en_xor_key_i  state_o[150]        -470                      8
finish        en_xor_key_i  state_o[220]        -440                      8
per-stage QoR:
stage                     hold slack (ps)  power [mW]  TNS [ps]  setup slack (ps)  std cells
after floorplan                       431        1.18         0               155        533
after CTS                             400        7.10    -65370              -511       2342
final                                 400        7.67    -50410              -440       2351
after detailed placement              400        6.31   -122110             -1220       2286
after global placement                400        6.33   -120730             -1190       2286
after global routing                  400        8.20    -58480              -470       2348
where the power goes:
group          switching (mW)  internal, mW  leakage, nW
combinational            3.16          4.51         6.84
sequential                  0             0            0
clock                       0    0.00000107    0.0000507
final cells by class:
cell class                      instances  share of cell area
Timing Repair Buffer                  683               0.512
Antenna cell                            8             0.00137
Tap cell                             1276               0.109
Multi-Input combinational cell        384               0.378
metal layers:
| layer | global-route usage | part of all wire | vias to the layer above |
|---|---|---|---|
| met3 | 0.144 | 0.23 | 92 |
| met4 | 0.0165 | 0.020 | 46 |
| met5 | 0.00694 | 0.0054 | - |
| met1 | 0.133 | 0.35 | 2523 |
| met2 | 0.175 | 0.39 | 577 |
| li1 | - | - | 2547 |
kinds of logic (layout without fill, tap and decap cells):
group	count (synthesis)	count (layout)	share of synthesized area
xor+xnor	192	192	0.471
buf+inv	149	683	0.327
other cells	0	8	0
simple gates	192	192	0.202
Power is estimated from default activity; no workload was simulated.
