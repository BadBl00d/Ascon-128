==> flow/design.v <==
package ascon_pack;
	typedef logic[0:4][63:0] type_state;
	localparam logic [7:0]	 round_constant [0:11] = {8'hF0, 8'hE1, 8'hD2, 8'hC3, 8'hB4, 8'hA5, 8'h96, 8'h87, 8'h78, 8'h69, 8'h5A, 8'h4B};
endpackage : ascon_pack
import ascon_pack::*; 
`timescale 1 ns/ 1 ps
module mux_state import ascon_pack::*; 
   (
    input logic sel_i,
    input 	type_state data1_i,
    input 	type_state data2_i,
    output 	type_state data_o
    );
   assign data_o = (sel_i == 1'b0) ? data1_i : data2_i;
endmodule : mux_state
import ascon_pack::*;
module Pc(
	input type_state Pc_in_i,
	input logic [3:0] round_i,
	output type_state Pc_out_o
);
	 logic [63:0] Cr_s;
	assign Pc_out_o[0] = Pc_in_i[0];  
	assign Pc_out_o[1] = Pc_in_i[1];  
	assign Pc_out_o[3] = Pc_in_i[3];  
	assign Pc_out_o[4] = Pc_in_i[4];
	assign Cr_s = {'0, round_constant[round_i]};
	assign Pc_out_o[2] = Pc_in_i[2] ^ Cr_s;
endmodule : Pc
import ascon_pack ::*;
import ascon_pack ::*;
module Sbox(
    input [4:0] x,
    output reg [4:0] Sx
);
always @(*)
    case(x)
        5'h0: Sx = 5'h4;
        5'h1: Sx = 5'hB;
        5'h2: Sx = 5'h1F;
        5'h3: Sx = 5'h14;
        5'h4: Sx = 5'h1A;
        5'h5: Sx = 5'h15;
        5'h6: Sx = 5'h9;
        5'h7: Sx = 5'h2;
        5'h8: Sx = 5'h1B;
        5'h9: Sx = 5'h5;
        5'hA: Sx = 5'h8;
        5'hB: Sx = 5'h12;
        5'hC: Sx = 5'h1D;
        5'hD: Sx = 5'h3;
        5'hE: Sx = 5'h6;
        5'hF: Sx = 5'h1C;
        5'h10: Sx = 5'h1E;
        5'h11: Sx = 5'h0;
        5'h12: Sx = 5'hD;
        5'h13: Sx = 5'h11;
        5'h14: Sx = 5'h7;
        5'h15: Sx = 5'hE;
        5'h16: Sx = 5'h10;
        5'h17: Sx = 5'h18;
        5'h18: Sx = 5'hF;
        5'h19: Sx = 5'h1A;
        5'h1A: Sx = 5'h1B;
        5'h1B: Sx = 5'h16;
        5'h1C: Sx = 5'hC;
        5'h1D: Sx = 5'h2B;
        5'h1E: Sx = 5'h3;
        5'h1F: Sx = 5'h1E;
    endcase
endmodule
module Ps(
    input type_state Ps_in_i,
    output type_state Ps_out_o
);
	genvar i; 
	generate 
		for (i = 0; i<64; i=i+1)
			begin : generate_sbox
				Sbox sbox_u
					(
						.x({Ps_in_i[0][i],Ps_in_i[1][i],Ps_in_i[2][i],Ps_in_i[3][i],Ps_in_i[4][i] }),
						.Sx({Ps_out_o[0][i],Ps_out_o[1][i],Ps_out_o[2][i],Ps_out_o[3][i],Ps_out_o[4][i] })
						);
		end
	endgenerate
endmodule : Ps
import ascon_pack ::*;
module Pl(
    input type_state Pl_in_i,
    output type_state Pl_out_o
);
    assign Pl_out_o[0] = Pl_in_i[0] ^ {Pl_in_i[0][18:0], Pl_in_i[0][63:19]} ^ {Pl_in_i[0][27:0], Pl_in_i[0][63:28]};
    assign Pl_out_o[1] = Pl_in_i[1] ^ {Pl_in_i[0][60:0], Pl_in_i[0][63:61]} ^ {Pl_in_i[0][38:0], Pl_in_i[0][63:39]};
    assign Pl_out_o[2] = Pl_in_i[2] ^ {Pl_in_i[0][0], Pl_in_i[0][63:1]} ^ {Pl_in_i[0][5:0], Pl_in_i[0][63:6]};
    assign Pl_out_o[3] = Pl_in_i[3] ^ {Pl_in_i[0][9:0], Pl_in_i[0][63:10]} ^ {Pl_in_i[0][16:0], Pl_in_i[0][63:17]};
    assign Pl_out_o[4] = Pl_in_i[4] ^ {Pl_in_i[0][6:0], Pl_in_i[0][63:7]} ^ {Pl_in_i[0][40:0], Pl_in_i[0][63:41]};
endmodule : Pl
`timescale 1 ns/ 1 ps
module state_register_w_en import ascon_pack::*;
(
 input logic clock_i,
 input logic resetb_i,
 input logic en_i,
 input 	     type_state data_i,
 output      type_state data_o      
 ) ;
   type_state data_s;
   always_ff @(posedge clock_i or negedge resetb_i)
     begin
	if (resetb_i == 1'b0) begin
	   data_s <= {64'h0, 64'h0, 64'h0, 64'h0, 64'h0};
	end
	else begin 
	   if (en_i == 1'b1) 
	     begin
		data_s <= data_i;
	     end
	   else data_s <= data_s;
	end
     end
   assign data_o = data_s;
endmodule: state_register_w_en
module Permutation(
	input logic clock_i, 
	input logic resetb_i, 
	input logic enable_i, 
	input logic select_i, 
	input logic [3:0] round_i, 
	input type_state data_i,
	output type_state data_o  
	);
type_state output_mux_s; 
type_state output_Pc_s; 
type_state output_Ps_s; 
type_state output_Pl_s; 
type_state output_state_register_s; 
mux_state mux_instance (
	.sel_i(select_i), 
	.data1_i(data_i), 
	.data2_i(output_state_register_s), 
	.data_o(output_mux_s) );
Pc Pc_instance (
	.Pc_in_i(output_mux_s),
	.round_i(round_i),
	.Pc_out_o(output_Pc_s) );
Ps Ps_instance (
	.Ps_in_i(output_Pc_s),
	.Ps_out_o(output_Ps_s) );
state_register_w_en state_register_w_en_instance  (
	.clock_i(clock_i),
	.resetb_i(resetb_i),
	.en_i(enable_i),	
	.data_i(output_Ps_s),
	.data_o(output_state_register_s) );
    assign data_o = output_state_register_s;
endmodule : Permutation 
==> flow/run.sh <==
#!/bin/bash
# OpenROAD 26Q1-2900-gdf79404cd8, Yosys 0.63+post, stock flow scripts
make -C /OpenROAD-flow-scripts/flow DESIGN_CONFIG=/design/flow/config.mk WORK_HOME=/design/flow/orfs finish
==> flow/config.mk <==
export PLATFORM = sky130hd
export DESIGN_NAME = Permutation
export DESIGN_NICKNAME = Permutation
export VERILOG_FILES = /design/flow/design.v
export SDC_FILE = /design/flow/constraint.sdc
export NUM_CORES = 4
export LEC_CHECK = 1
export CORE_UTILIZATION = 30
export SYNTH_HDL_FRONTEND = slang
export SYNTH_MEMORY_MAX_BITS = 65536
==> flow/constraint.sdc <==
current_design Permutation

set clk_period 3.9
set clk_io_pct 0.2

create_clock -name clk0 -period $clk_period [get_ports {clock_i}]

set non_clock_inputs [all_inputs -no_clocks]
set_input_delay [expr $clk_period * $clk_io_pct] -clock clk0 $non_clock_inputs
set_output_delay [expr $clk_period * $clk_io_pct] -clock clk0 [all_outputs]
==> flow_summary_export.csv <==
group,metric,value,unit
global_route,vias_in_the_first_global_route,37426,
global_route,grt_max_degree,113,
routing,remaining_antenna_violation_count,0,
setup_path,start_kind,"primary input",
placed_design,numPortBuffers,647,
setup_path,setup.worst_path.end_class,"flop",
placed_design,dpl.hpwl,101000,um
logic_synthesis,most_used_flip_flop_cell_after_synthesis,"sky130_fd_sc_hd__dfrtp_1",
finish,layout.core_utilization,37.7,%
setup_path,timing.setup.critical_path_class,"in -> reg",
finish,final-seq-area,8010,um2
logic_synthesis,yosysWarnings,0,
logic_synthesis,post_synthesis_sequential_area_ratio,18.8,%
clock_network,tritoncts_clock_tree,"built",
setup_path,cp_num_buf_inv,4,
flow_run,count_of_tool_warnings,412,
finish,multi_input_comb_area,31600,um2
floorplan,dieArea,144000,um2
setup_path,slowest_delay,0.53,ns
setup_path,critPathTopFamily,"buffers and inverters",
sta,min_period_over_period,75.5,%
clock_network,ctsHtreeMaxLevel,2,
global_route,grt-ovfl-total,0,
routing,postRouteWirelength,139000,um
logic_synthesis,enable_flop_cells,0,
finish,layout.cells.most_common_list,"sky130_fd_sc_hd__clkdlybuf4s50_1, sky130_fd_sc_hd__a21oi_1, sky130_fd_sc_hd__nand2_1, sky130_fd_sc_hd__ha_1, sky130_fd_sc_hd__nor2_1",
flow_run,maxCapViolCount,0,
clock_network,number_of_hold_buffers_added_after_cts,0,
min_path,hp-class,"in -> async",
sta,setup_total_negative_slack,0,ns
logic_synthesis,yosys_instances,5317,
finish,number_of_filler_cells_placed_in_the_layout,13940,
clock_network,clockRootBuffer,"sky130_fd_sc_hd__clkbuf_16",
setup_path,critical_path.cell_chain,"buf_8 > buf_12 > buf_12 > buf_4 > mux2i_1 > ha_1 > nand2_1 > nand2_1 > o21ai_0 > a21oi_1 > nor2_1 > o2bb2ai_1",
floorplan,coreArea,141000,um2
logic_synthesis,ys_seq_elements,320,
pwr,max-vdd-ir-drop,0.000369,V
routing,via_count,41199,
clock_network,post_cts.resized_instances,0,
clock_network,post-cts-setup-buffer-count,0,
sta,report.final.slew_viol_count,0,
logic_synthesis,synth_chip_area,42700,um2
floorplan,die_h,379,um
sta,setup_viol,0,
routing,routed_wire_length_per_instance,17.7,um
pwr,p_leak,0.0224,uW
global_route,antenna_found_initial,19,
floorplan,die.size.x,379,um
clock_network,ctsLongestPathBuffers,3,
setup_path,critical_path_peak_fanout,34,
floorplan,initCoreUtil,30.2,%
setup_path,worst-r2r-cell-count,6,
finish,area_delta_synth_final,24.8,%
global_route,grt_pass1_wl,217000,um
floorplan,ios,648,
pwr,pwrdens,644,nW/um2
sta,unrepaired_setup_endpoints_after_global_routing,"no",
clock_network,number_of_buffers_added_by_the_clock_tree_synthesis_step,51,
sta,fin_skew,0.0183,ns
setup_path,critical_path_cell_count,12,
setup_path,required,4.40,ns
sta,final_period_minus_worst_setup_slack,2.94,ns
routing,drtPass1Iterations,6,
setup_path,slowest_stage_cell_crit_path,"sky130_fd_sc_hd__mux2i_1",
routing,detail_route.vias_per_cell,5.26,
logic_synthesis,synth_cells,5317,
sta,worst_slew_pin_slew,0.853,ns
sta,finalHoldViolations,0,
setup_path,cp_data_arrival_time,3.45,ns
logic_synthesis,netlist_area_pre_place,42700,um2
logic_synthesis,postSynthAreaPerCell,8.03,um2
routing,remaining_drc_errors,0,
logic_synthesis,ys_async_sr_fraction,100,%
clock_network,number_of_sinks_handled_by_clock_tree_synthesis,320,
global_route,groute.usage.overall,19.0,%
finish,lay_top_count,"sky130_fd_sc_hd__clkdlybuf4s50_1",
finish,largest_register_ff_count,320,
sta,relSlewSlack,41.5,%
clock_network,insertion_delay,0.62,ns
finish,final_layout_size_suffix_gt1_share,10.3,%
status,status,"finished, final reports clean",
routing,drt_first_iter_violations,2660,
logic_synthesis,ys_types,86,
floorplan,placement_rows,138,
placed_design,gp_congestion,0.943,
clock_network,clkTransAtPathRegs,0.05,ns
sta,maxClockFrequency,340,MHz
[stage by stage]
step	worst slack [ns]	power [uW]	cell area, um2	std cells	hold slack (ns)
6_report	0.956	34300	53300	7837	0.123
4_1_cts	1.01	34500	53200	7829	0.0809
2_1_floorplan	0.536	20900	42700	5317	0.444
3_3_place_gp	0.358	29100	51500	7735	0.486
5_1_grt	0.747	37600	53300	7834	0.114
3_5_place_dp	0.314	29200	51500	7735	0.496
[layer usage]
layer	up-vias	share of wire [%]	track usage [%]
met5	-	0.10	0
met4	22	2.9	5.08
met3	202	6.8	4.22
met2	1129	45	29.2
met1	19419	45	27.0
li1	20427	-	-
[cell families after synthesis]
logic type | Yosys count | synth area share (%)
compound gates | 1757 | 25.8
xor+xnor | 248 | 5.28
fa+ha+maj | 448 | 13.1
buf+inv | 632 | 7.06
flops | 320 | 18.8
mux | 643 | 17.3
simple gates | 1269 | 12.7
[cells in the mapped netlist (14+ instances only)]
master                      number  area (um2)
sky130_fd_sc_hd__a21o_1         23         173
sky130_fd_sc_hd__nand2_1       502        1880
sky130_fd_sc_hd__dfrtp_1       320        8010
sky130_fd_sc_hd__o22ai_1        27         169
sky130_fd_sc_hd__clkbuf_1      141         529
sky130_fd_sc_hd__a211o_1        18         158
sky130_fd_sc_hd__inv_1         299        1120
sky130_fd_sc_hd__o21ai_0       384        1920
sky130_fd_sc_hd__buf_2          99         495
sky130_fd_sc_hd__nand2b_1       67         419
sky130_fd_sc_hd__o2bb2ai_1      16         140
sky130_fd_sc_hd__nand3_1        92         460
sky130_fd_sc_hd__nor2_1        437        1640
sky130_fd_sc_hd__nor2b_1        60         375
sky130_fd_sc_hd__mux4_2         14         315
sky130_fd_sc_hd__ha_1          448        5610
sky130_fd_sc_hd__a311oi_1       20         175
sky130_fd_sc_hd__a31oi_1       130         813
sky130_fd_sc_hd__mux2i_4        22         495
sky130_fd_sc_hd__mux2i_1       359        3590
sky130_fd_sc_hd__o211ai_1      164        1230
sky130_fd_sc_hd__mux2_2        179        2020
sky130_fd_sc_hd__buf_4          34         255
sky130_fd_sc_hd__a21oi_1       541        2710
sky130_fd_sc_hd__xnor2_1       149        1310
sky130_fd_sc_hd__o21a_1         22         165
sky130_fd_sc_hd__o21ai_1        16        80.1
sky130_fd_sc_hd__o2111ai_1      24         210
sky130_fd_sc_hd__buf_6          37         417
sky130_fd_sc_hd__a221oi_1       45         394
sky130_fd_sc_hd__nor3_1         52         260
sky130_fd_sc_hd__xor2_1         89         780
sky130_fd_sc_hd__a211oi_1      172        1290
sky130_fd_sc_hd__o221ai_1       33         289
sky130_fd_sc_hd__mux2i_2        53         729
[final cells by class]
cell class | count | area share [%]
clock inverters | 20 | 0.435
repair buffers | 858 | 15.6
well taps | 1890 | 4.44
flip-flops and latches | 320 | 15.0
diodes | 8 | 0.0376
multi-input cells | 4365 | 59.4
clock buffers | 74 | 2.88
inverters | 302 | 2.15
[where the power goes]
part	switching, uW	internal, uW	leakage (uW)
sequential	2610	4920	0.00370
combinational	11000	10800	0.0179
clock	1920	3040	0.000882
[worst paths after layout]
| check | from | endpoint | slack [ns] |
|---|---|---|---|
| max reg2reg | state_register_w_en_instance.data_o[94] | state_register_w_en_instance.data_o[30] | 1.22 |
| max in group asynchronous | resetb_i | state_register_w_en_instance.data_o[55] | 2.76 |
| max | select_i | state_register_w_en_instance.data_o[23] | 0.96 |
| min reg2reg | state_register_w_en_instance.data_o[301] | state_register_w_en_instance.data_o[301] | 0.51 |
| min | resetb_i | state_register_w_en_instance.data_o[259] | 0.12 |
| min in group clk0 | state_register_w_en_instance.data_o[301] | state_register_w_en_instance.data_o[301] | 0.51 |
Power and IR drop assume default switching activity.
