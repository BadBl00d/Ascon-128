`/design/flow/config.mk`:
```
export PLATFORM = sky130hd
export DESIGN_NAME = xor_end_perm
export DESIGN_NICKNAME = xor_end_perm
export VERILOG_FILES = /design/flow/design.v
export SDC_FILE = /design/flow/constraint.sdc
export NUM_CORES = 4
export LEC_CHECK = 1
export CORE_AREA = 10 10 299 299
export DIE_AREA = 0 0 309 309
export SYNTH_HDL_FRONTEND = slang
```
`/design/flow/constraint.sdc`:
```
current_design xor_end_perm

set clk_period 1.0
set clk_io_pct 0.2

create_clock -name clk0 -period $clk_period

set non_clock_inputs [all_inputs -no_clocks]
set_input_delay [expr $clk_period * $clk_io_pct] -clock clk0 $non_clock_inputs
set_output_delay [expr $clk_period * $clk_io_pct] -clock clk0 [all_outputs]
```
`/design/flow/design.v`:
```
package ascon_pack;
	typedef logic[0:4][63:0] type_state;
	localparam logic [7:0]	 round_constant [0:11] = {8'hF0, 8'hE1, 8'hD2, 8'hC3, 8'hB4, 8'hA5, 8'h96, 8'h87, 8'h78, 8'h69, 8'h5A, 8'h4B};
endpackage : ascon_pack
`timescale 1 ns/ 1 ps
module xor_end_perm import ascon_pack::*; 
   (
    input logic en_xor_lsb_i,  
    input logic en_xor_key_i,  
    input logic [127 : 0] key_i,
    input 	type_state state_i,
    output 	type_state state_o
    );
   logic [127 : 0] key_add_s;
   logic [63 : 0] x3_s;
   logic [63 : 0] x4_s;
   assign state_o[0] = state_i[0];
   assign state_o[1] = state_i[1];
   assign state_o[2] = state_i[2];
   assign x3_s = state_i[3];
   assign x4_s[63:1] = state_i[4][63:1];
   assign x4_s[0] = state_i[4][0] ^ en_xor_lsb_i;
   assign key_add_s = (en_xor_key_i == 1'b1) ? {x3_s, x4_s}^key_i:{x3_s, x4_s};
   assign state_o[3]= key_add_s[127:64];
   assign state_o[4]= key_add_s[63:0];
endmodule : xor_end_perm
```
`/design/flow/run.sh`:
```
#!/bin/bash
# OpenROAD 26Q1-2900-gdf79404cd8, Yosys 0.63+post, stock flow scripts
make -C /OpenROAD-flow-scripts/flow DESIGN_CONFIG=/design/flow/config.mk WORK_HOME=/design/flow/orfs finish
```
==> Slide: Implementation Results <==
Physical Implementation Snapshot

Synthesis
  • Top cell area share: 45.20%
  • Ys cells: approximately 460
  • Synth area leaders: buf_4 45%, xnor2_1 35%, nand2_1 15%
  • Cells after Synth: approximately 460
  • Register share after synthesis: 0%
  • Area leader, netlist: buf_4
  • YS chip area: 3206 um2
  • Post-Syn Area: roughly 3200 um2
  • Synth warn: 0
  • Synth unique cells: 5
  • Syn_area_per_cell: 6.923 um2

Worst setup path
  • Worst path max stage delay: 0.51 ns
  • Cell Chain, Critical Path: clkdlybuf4s50_1 > xnor2_4 > buf_2
  • Setup crit start: state_i[6]
  • Critical path fanouts, max: 1
  • Slowest-stage cell, CP: clkdlybuf4s50_1
  • Critical path arrival: 1.21 ns
  • CP endpoint kind: output port
  • Worst Path Buf+Inv: 2
  • Setup crit end: state_o[6]
  • Top delay family on crit path: buffers and inverters
  • Crit Path Category: input pin to output port
  • Critical Path RT: roughly 0.8 ns
  • Crit path depth: 3
  • Critical path startpoint category: input pin

Timing
  • Final setup viols: 124
  • Final hold violations: 0
  • Slew margin rel.: between 70% and 80%
  • Final Max Slew Viols: 0
  • Final worst setup slack: -0.4098 ns
  • Crit share post-route: 141.0%
  • Tmin final: 1.410 ns
  • RSZ-0062 raised after global routing: true
  • Worst Tran Pin Value: about 0.36 ns
  • Fmax: 0.7093 GHz

Detailed routing
  • Initial DRC count: 126
  • DRC: 0
  • Routed wire length: 70.21 mm
  • Post-detailed-route via-to-cell ratio: 2.279
  • 1st-pass router iterations: 4
  • Wire per inst: 38.47 um
  • Vias: 4159
  • Antenna Nets Post-Route: 0

Job
  • Log Warnings: 34
  • Max-cap violations: 0

Floorplanning
  • Die footprint: 95480 um2
  • # rows: about 110
  • Fp util: about 3.9%
  • Die Width: 309 um
  • Top Ports: a little under 800
  • Core outline area: 82500 um2
  • Die y size: just over 300 um

Pwr
  • Max VDD drop: between 0.2 and 0.3 mV
  • PD cells: 515.0 nW/um2
  • P_leak: 4.751 nW

Cells and area
  • Final Core Density: 12.93%
  • Filler cell count: 9219
  • Synth-to-Final Area Change: 232.7%
  • Post-route insts no fill: roughly 1800
  • Sequential cell area: 0 um2
  • Sequential cell count: 0
  • Clk_buf instances: 0
  • Share of layout cells above drive strength 1: 63.67%
  • Finished Cell Area: ~11000 um2

GRT
  • Largest net degree at the start of global routing: 9
  • First-pass GRT wire length: 78.24 mm
  • GR Util All Layers: 13.91%
  • Gr ovfl total: 0
  • Vias in the first global route: between 4000 and 5000
  • Initial antenna violation count: 32

Placed design
  • Final Wtd Congestion: between 0.8 and 0.9
  • Dpl cell area: 7207 um2
  • Post-DP HPWL: 62.61 mm
  • Setup WS pre-CTS: -1.428 ns
  • Port buffer count: 386
  • DP Cell Count: 1731

Run status
  • Violated checks: setup timing
  • Status: finished with violations

Hold path
  • Worst Hold Launch: state_i[144]
  • Hold Crit Depth: 0
  • Hold crit path type: input pin to output port
## timing repair
| item | 4_1_cts | 5_1_grt |
|---|---|---|
| gates cloned | 8 | 0 |
| hold buffers | 0 | 0 |
| setup buffers | 46 | 20 |
| endpoints found under the setup margin | 128 | 128 |
| resized | 927 | 187 |
| pin swaps | 166 | 143 |
## cells in the mapped netlist
cell and instances:
buf_4 193, xor2_1 1, xnor2_1 128, buf_6 13, nand2_1 128
## metal layers
layer / up-vias / wire length [um] / global-route usage (%)
met5: - / 280 / 0
li1: 1746 / - / -
met2: 623 / 29590 / 20.78
met4: 8 / 306 / 0.04495
met3: 34 / 20890 / 18.66
met1: 1748 / 19140 / 11.70
## through the flow
| stage | hold WS, ns | setup TNS [ns] | power [mW] |
|---|---|---|---|
| floorplan | 0.4305 | 0 | 1.054 |
| global placement | 0.4000 | -82.49 | 4.166 |
| detailed placement | 0.4000 | -82.52 | 4.151 |
| CTS | 0.4000 | -36.50 | 5.205 |
| global route | 0.4000 | -37.67 | 5.873 |
| finish | 0.4000 | -32.99 | 5.493 |
## worst min-delay path by stage
stage | endpoint
final | state_o[144]
after CTS | state_o[144]
after global routing | state_o[132]
## placed cells by master (no fill, tap or decap), drive strengths merged
cell / count
buf: 210
dlymetal6s2s: 31
nand2: 128
clkdlybuf4s50: 92
xor2: 1
clkbuf: 3
clkdlybuf4s15: 6
diode: 31
xnor2: 128
dlygate4sd2: 125
## cell families (layout without fill, tap and decap cells)
| family | count (synthesis) | in the layout | share of synthesized area [%] |
|---|---|---|---|
| xor+xnor | 129 | 129 | 35.25 |
| buf+inv | 206 | 467 | 49.77 |
| other cells | 0 | 31 | 0 |
| simple gates | 128 | 128 | 14.99 |
## power breakdown
group / leakage, nW / switching [mW] / internal [mW]
clock network: 0.000196 / 0 / 0.00000418
registers: 0 / 0 / 0
logic: 4.75 / 2.36 / 3.13
total: 4.75 / 2.36 / 3.13
## layout make-up
class                      count  area [um2]  share of cell area (%)
antenna                       31       77.57                  0.7273
multi-input combinational    257        4179                   39.18
tap                         1070        1339                   12.55
timing repair buffer         467        5071                   47.54
No activity file was given, so power comes from the tool's default toggle rates.
